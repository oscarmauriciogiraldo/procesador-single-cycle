File: design.v
module Sum2(
    input [63:0] PC,
    input [63:0] SEU,
    output [63:0] out_Sum2
    );
 assign out_Sum2 = PC + (SEU<<2);
endmodule
File: run.sh
#!/bin/bash
# OpenROAD 26Q1-2900-gdf79404cd8, Yosys 0.63+post, stock flow scripts
make -C /OpenROAD-flow-scripts/flow DESIGN_CONFIG=/design/flow/config.mk WORK_HOME=/design/flow/orfs finish
File: config.mk
export PLATFORM = sky130hd
export DESIGN_NAME = Sum2
export DESIGN_NICKNAME = Sum2
export VERILOG_FILES = /design/flow/design.v
export SDC_FILE = /design/flow/constraint.sdc
export NUM_CORES = 4
export LEC_CHECK = 1
export CORE_UTILIZATION = 30
File: constraint.sdc
current_design Sum2

set clk_period 20.5
set clk_io_pct 0.2

create_clock -name clk0 -period $clk_period

set non_clock_inputs [all_inputs -no_clocks]
set_input_delay [expr $clk_period * $clk_io_pct] -clock clk0 $non_clock_inputs
set_output_delay [expr $clk_period * $clk_io_pct] -clock clk0 [all_outputs]
==> out/results.md <==
| Metric | This run | Unit |
| --- | --- | --- |
| Placed inst area | 0.005624 | mm² |
| Crit path max fanout | 4 | - |
| Outcome | completed | - |
| CP dominant cell by count | sky130_fd_sc_hd__clkdlybuf4s50_1 | - |
| Routed wire length | 12,740 | µm |
| Final-layout setup total negative slack | 0 | ns |
| Horizontal die dimension | 112.7 | µm |
| Final Non-Filler Cells | 833 | - |
| Global routing's busiest layer | met2 | - |
| Register area | 0 | µm² |
| Post-synthesis instance total | 519 | - |
| RSZ-0062 raised after global routing | false | - |
| Top cell types by occurrence after synthesis | 61 x sky130_fd_sc_hd__ha_1, 59 x sky130_fd_sc_hd__a21oi_1, 50 x sky130_fd_sc_hd__nand2_1 | - |
| Number of port buffers | 186 | - |
| Combinational share of power | 100.0 | % |
| Hold-fix buffer count after cts | 0 | - |
| Leakage | 0.002343 | µW |
| Critical path data arrival time | 7.67 | ns |
| Worst-path cell chain | clkdlybuf4s50_1, ha_1, inv_1, fa_1, nor2b_1, o21ai_1, a21oi_1, o21ai_0, a31oi_1, a211oi_2, o31ai_4, a21boi_1, o41ai_2, xor2_1, clkdlybuf4s50_1 | - |
| Period Utilization, post-route | 57.41 | % |
| Area leader share | 20.77 | % |
| Number of global-route vias before repair | 4,297 | - |
| Fraction of power spent switching nets | 42.54 | % |
| Routed WL per cell | 15.29 | µm |
| Post-Place Cells | 833 | - |
| CTS resizes | 0 | - |
| Final Wtd Congestion | 0.9434 | - |
| Vias | 4,467 | - |
| Synthesized cell area | 0.003675 | mm² |
| Area contributors post-synth | sky130_fd_sc_hd__ha_1 21%, sky130_fd_sc_hd__a21oi_1 8.0%, sky130_fd_sc_hd__xnor2_1 7.4%, sky130_fd_sc_hd__xor2_1 6.9%, sky130_fd_sc_hd__a21o_1 5.3% | - |
| DRC | 0 | - |
| Max Cap Viol | 0 | - |
| Transition time at the pin with the least slew margin | 0.7654 | ns |
| Area of the synthesized netlist per yosys stat | 0.003675 | mm² |
| Global-route track usage on met1 | 27.67 | % |
| Met2 demand-to-capacity share in global routing | 31.65 | % |
| GRT Overall Usage | 19.65 | % |
| Number of pins exceeding their max-slew limit in the final report | 0 | - |
| Ant. Diodes | 0 | - |
| Power dissipated by switching net loads | 83.81 | µW |
| Global-route congestion overflow total | 0 | - |
| Pint | 113.2 | µW |
| Layout area overhead | 53.05 | % |
| Full die area | 0.01270 | mm² |
| Total cells reported by yosys after synthesis | 519 | - |
| Die Y-Extent | 112.7 | µm |
| Length of the first detailed-routing pass in iterations | 6 | - |
| Category of the worst setup path capture point | output port | - |
| Mean area per synthesized cell | 7.080 | µm² |
| Worst slew slack as a fraction of its limit | 48.31 | % |
| Largest vdd supply drop | 0.01518 | mV |
| Achievable Freq | 0.08497 | GHz |
| Count of clock-net buffers in the final layout | 0 | - |
| Worst Path Class, Setup | in2out | - |
| FF+latch count | 0 | - |
| Clock share of power | 0 | % |
| Buffers inserted by post-CTS timing repair | 0 | - |
| Total power divided by cell area | 35.03 | mW/mm² |
| PnR Total Power | 197.0 | µW |
| Tightest Hold Check Type | in2out | - |
| Stage delay of the slowest cell on the critical path | 0.49 | ns |
| Sequential element share of the synthesized area | 0 | % |
| Design area | 0.005624 | mm² |
| Most area-hungry cell type in the Yosys netlist | sky130_fd_sc_hd__ha_1 | - |
| Count of distinct cell types in the synthesized netlist | 64 | - |
| Initial antenna violation count | 0 | - |
| Final critical delay including setup and external delays | 11.77 | ns |
| Global-route wire length before repair | 20,490 | µm |
| Row count | 40 | - |
| Io pins | 192 | - |
| Half-perimeter wire length after detailed placement | 11,230 | µm |
| Number of warnings in the stage logs | 34 | - |
| Critical-path top delay cell | sky130_fd_sc_hd__clkdlybuf4s50_1 | - |
| Met3 usage in global routing | 4.898 | % |
| Largest net degree at the start of global routing | 11 | - |
| Part of the power in registers | 0 | % |
| Count leader, synth | sky130_fd_sc_hd__ha_1 | - |
| Vias/cell | 5.363 | - |
| Core Box Area | 0.01196 | mm² |
| Setup-violating endpoint count in the final report | 0 | - |
| Type of origin of the critical path | primary input | - |
| Number of fill cells | 1,192 | - |
| Layout cells sized above 1 | 4.519 | % |
| Yosys warning count | 0 | - |
| Init Core Util | 30.72 | % |
| Detailed Route Iter0 Violations | 195 | - |
| Final Hold Fails | 0 | - |
| Number of nets with antenna violations after detailed routing | 0 | - |
| Worst EP required | 16.40 | ns |
| Final core area utilization | 47.02 | % |
-- per-stage QoR --
stage | setup WS, ns | hold WS, ns
after floorplan | 10.15 | 8.266
after global placement | 8.744 | 8.200
after detailed placement | 8.728 | 8.200
after CTS | 8.725 | 8.200
after global routing | 8.468 | 8.200
final | 8.731 | 8.200
-- worst max-delay path, delay by kind of cell --
| kind | cells | cell delay, ns |
|---|---|---|
| fa+ha+maj | 2 | 0.58 |
| compound gates | 8 | 1.67 |
| simple gates | 1 | 0.13 |
| xor+xnor | 1 | 0.20 |
| buf+inv | 3 | 1.01 |
-- logic make-up (layout without fill, tap and decap cells) --
logic type                 count (synthesis)  count (layout)  share of synthesized area [%]
AOI/OAI and AO/OA                        202             202                          38.95
and+or+nand+nor                          157             157                          20.87
adders and majority gates                 62              62                          21.31
xor gates and xnor gates                  60              60                          14.30
buffers and inverters                     38             205                          4.562
-- layout by cell type, fill, tap and decap left out, types with 7 or more instances in the layout --
cell and count:
sky130_fd_sc_hd__a31oi_1 10, sky130_fd_sc_hd__o21bai_1 10, sky130_fd_sc_hd__nand2_1 50, sky130_fd_sc_hd__a21o_1 26, sky130_fd_sc_hd__nor2_1 31, sky130_fd_sc_hd__a21oi_1 59, sky130_fd_sc_hd__clkdlybuf4s50_1 186, sky130_fd_sc_hd__nand4_1 15
sky130_fd_sc_hd__ha_1 61, sky130_fd_sc_hd__a21oi_2 7, sky130_fd_sc_hd__nor2b_1 9, sky130_fd_sc_hd__nand3_1 13, sky130_fd_sc_hd__inv_1 19, sky130_fd_sc_hd__xnor2_1 31, sky130_fd_sc_hd__o21ai_0 33, sky130_fd_sc_hd__nor3_1 13
sky130_fd_sc_hd__o21ai_1 8, sky130_fd_sc_hd__xor2_1 29
-- power by group through the flow --
| stage | Combinational, µW | Sequential (µW) | Clock, µW |
|---|---|---|---|
| 4_1_cts | 198 | 0 | 0 |
| 5_1_grt | 216 | 0 | 0 |
| 6_report | 197 | 0 | 0 |
-- cell type report --
class | count | area [µm²] | share of cell area (%)
Multi-Input combinational cell | 481 | 3507 | 62.36
Timing Repair Buffer | 186 | 1862 | 33.10
Tap cell | 147 | 183.9 | 3.270
Inverter | 19 | 71.32 | 1.268
-- metal layers --
metal | vias up | wire [µm]
li1 | 2287 | -
met1 | 2041 | 6055
met2 | 131 | 5589
met3 | 8 | 1005
met4 | 0 | 89
met5 | - | 0
-- worst paths after layout --
kind	endpoint	from	slack, ns	depth (start not counted)
setup / recovery	out_Sum2[60]	PC[2]	8.73	15
hold / removal	out_Sum2[0]	PC[0]	8.20	0
Power and IR drop assume default switching activity.
