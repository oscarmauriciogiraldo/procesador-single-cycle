--- run.sh ---
#!/bin/bash
# OpenROAD 26Q1-2900-gdf79404cd8, Yosys 0.63+post, stock flow scripts
make -C /OpenROAD-flow-scripts/flow DESIGN_CONFIG=/design/flow/config.mk WORK_HOME=/design/flow/orfs finish
--- config.mk ---
export PLATFORM = sky130hd
export DESIGN_NAME = Mux_AluSrc
export DESIGN_NICKNAME = Mux_AluSrc
export VERILOG_FILES = /design/flow/design.v
export SDC_FILE = /design/flow/constraint.sdc
export NUM_CORES = 4
export LEC_CHECK = 1
export CORE_AREA = 10 10 84 84
export DIE_AREA = 0 0 94 94
--- constraint.sdc ---
current_design Mux_AluSrc

set clk_period 1.0
set clk_io_pct 0.2

create_clock -name clk0 -period $clk_period

set non_clock_inputs [all_inputs -no_clocks]
set_input_delay [expr $clk_period * $clk_io_pct] -clock clk0 $non_clock_inputs
set_output_delay [expr $clk_period * $clk_io_pct] -clock clk0 [all_outputs]
--- design.v ---
module Mux_AluSrc(
    input [63:0] Register_file,
    input [63:0] SEU,
    input AluSrc,
    output reg [63:0] out_Mux_AluSrc
    );
always @(*)begin
    case (AluSrc)
        0: out_Mux_AluSrc = Register_file;
        1: out_Mux_AluSrc = SEU;
    endcase
end
endmodule
==> reports/metrics.cfg <==
[routing]
num_antenna_cells = 0
drt_iter0_drc = 19
dr.pass1.iters = 2
ant_nets = 0
wirelength_um = 6870
vias_per_cell = 3.98
drc = 0
wl_per_cell_um = 20.2
vias = 1352

[synth]
syn_avg_cell_area_um2 = 15.2
ys_cells = 71
yosysChipArea_um2 = 1080
syn_inst = 71
top_area_share_pct = 83.6
netlist_area_um2 = 1080
ys_seq_share_pct = 0
yosysUniqueCellTypes = 4
yosys_warnings = 1
top_cells_by_area = mux2_4 84%, buf_12 11%, mux2_2 4.2%
synth.largest_area_cell = mux2_4

[floorplanning]
rows = 26
die-area_um2 = 8840
io_pins = 193
fp_util_pct = 20.7
fp.coreArea_um2 = 5200
dieHeight_um = 94
die_x_um = 94

[status]
failed_checks = negative setup slack
status = complete, but fails checks

[sta]
worst-slew-pin-transition_ps = 121
fin_ws_ps = -191
finalClockPeriodUsage_pct = 119
final_hold_viol_count = 0
rsz0062_at_grt = true
max_slew_margin_pct = 91.9
layout_min_cycle_time_ps = 1190
drv_slew = 0
setup_viol = 63
max_freq_mhz = 840

[global_routing]
grt_max_degree = 16
grt_pass1_wl_um = 9720
grt_overflow = 0
grt_use_total_pct = 14.4
first_global_vias = 1580
antenna_found_initial = 0

[setup_path]
worst_setup_path_start_kind = primary input
cp.required_ps = 800
worst-path-max-fanout = 5
path_class = in2out
end_kind = output port
crit_arrival_ps = 990

[placed_design]
place_inst = 333
port_buffers = 193
dpl.hpwl_um = 6260
gp_congestion = 0.860

[layout]
syn_to_final_growth_pct = 187
clock_buffers = 0
ff_latch_area_um2 = 0
combGateArea_um2 = 961
layout.cells.non_filler = 340
ff_count = 0
layout-drive-gt1-share_pct = 52.6
fill_cells = 497

[run]
warnings = 35
maxCapViolations = 0

[power]
p_per_area_nw_per_um2 = 404
total_power_uw = 1250
power_leakage_uw = 0.00173
ir_worst_vdd_mv = 0.214

[cts]
cts-hold-fix-buffers = 0

[hold_path]
hold_path.class = in2out

area by class of cell:
cell class	count	share of cell area, %
multi-input combinational	64	31.1
tap	70	2.84
timing repair buffer	206	66.1
what timing repair did:
| item | CTS | global route |
|---|---|---|
| gates resized | 366 | 22 |
| setup buffers | 4 | 0 |
| hold endpoints to repair | 0 | 0 |
| cloned | 3 | 0 |
| endpoints found under the setup margin | 64 | 64 |
| pin swaps | 0 | 0 |
critical path, stage by stage:
cell    delay [ps]
buf_16         120
buf_12         130
buf_8          120
mux2_4         300
buf_6          110
through the flow:
stage | setup WS, ps | cell area (um^2) | utilization [%] | setup TNS, ps | hold WS [ps]
2_1_floorplan | 2.55 | 1080 | - | 0 | 498
4_1_cts | -198 | 2990 | 57.5 | -6760 | 756
6_report | -191 | 3090 | 59.4 | -6310 | 703
3_3_place_gp | -544 | 3060 | 58.8 | -33090 | 1260
5_1_grt | -212 | 3090 | 59.4 | -7420 | 717
3_5_place_dp | -542 | 3060 | 58.8 | -33060 | 1240
per-layer routing:
metal,global-route usage (%),routed length (um),up-vias
li1,-,-,668
met1,13.7,2120,611
met2,29.6,4070,73
met3,5.49,683,0
met4,0,0,0
met5,0,0,-
synth_stat cells, drive strengths merged:
| master | instances |
|---|---|
| mux2 | 64 |
| buf | 7 |
cells by family (layout without fill, tap and decap cells):
| family | Yosys count | count (layout) | synth area share (%) |
|---|---|---|---|
| mux | 64 | 64 | 87.8 |
| buf+inv | 7 | 206 | 12.2 |
cell usage in the layout, fill, tap and decap left out, drive strengths merged:
cell | synthesis | layout
dlygate4sd2 | 0 | 109
mux2 | 64 | 64
dlymetal6s2s | 0 | 8
clkdlybuf4s50 | 0 | 9
buf | 7 | 78
clkdlybuf4s15 | 0 | 2
final timing paths:
check | depth (start not counted) | slack (ps) | to | from
min | 3 | 700 | out_Mux_AluSrc[40] | Register_file[40]
max | 5 | -190 | out_Mux_AluSrc[4] | AluSrc
power by group:
group,switching [uW],internal [uW]
logic,289,958
clock network,0,0
registers,0,0
total,289,958
Power and IR drop assume default switching activity.
